$ cat flow/design.v
module register_file(
    input we,
    input [4:0] a1,
    input [4:0] a2,
    output reg [31:0] out1,
    output reg [31:0] out2,
    input [31:0] data_in,
    input [4:0] data_adr
    );
    reg [31:0] rf [11:0];  
    initial 
    begin  
    rf[0]=32'h00000006;
    rf[1]=32'h00000007;
    rf[2]=32'h00000005;
    rf[3]=32'h00000003;
    rf[4]=32'h00000000;
    rf[5]=32'h00000004;
    rf[6]=32'h00000001;
    rf[7]=32'h00000002;
    rf[8]=32'h00000009;
    rf[9]=32'h0000000a;
    rf[10]=32'h0000000b;
    rf[11]=32'h0000000b;
    end
    always@*
    begin
    if(we)
    rf[data_adr]=data_in;
    out1=rf[a1];
    out2=rf[a2];
    end  
endmodule
$ cat flow/run.sh
#!/bin/bash
# OpenROAD 26Q1-2900-gdf79404cd8, Yosys 0.63+post, stock flow scripts
make -C /OpenROAD-flow-scripts/flow DESIGN_CONFIG=/design/flow/config.mk WORK_HOME=/design/flow/orfs finish
$ cat flow/config.mk
export PLATFORM = sky130hd
export DESIGN_NAME = register_file
export DESIGN_NICKNAME = register_file
export VERILOG_FILES = /design/flow/design.v
export SDC_FILE = /design/flow/constraint.sdc
export NUM_CORES = 4
export LEC_CHECK = 1
export CORE_UTILIZATION = 50
$ cat flow/constraint.sdc
current_design register_file

set clk_period 13.0
set clk_io_pct 0.2

create_clock -name clk0 -period $clk_period

set non_clock_inputs [all_inputs -no_clocks]
set_input_delay [expr $clk_period * $clk_io_pct] -clock clk0 $non_clock_inputs
set_output_delay [expr $clk_period * $clk_io_pct] -clock clk0 [all_outputs]
==> ci_impl_report.md <==
### Flow metrics

| Metric | Value |
|---|---|
| Via count | 14340 |
| DRT iter0 DRCs | 1354 |
| Post-synth EDFFs | 0 |
| Setup repair bufs after CTS | 0 |
| Met3 Usage GRT | 0.0807 |
| Yosys chip area | 0.0155 sq mm |
| Status | finished clean |
| Register share of total power | 0.312 |
| Cell depth of the worst hold path | 4 |
| Post-layout min period | 9.19 ns |
| Diodes inserted | 0 |
| Cell area leaders | dlxtn_1, mux2i_1, o22ai_1 |
| Area Overhead vs Synth | 9.34% |
| Most frequent cell after synthesis | inv_1 |
| Fill count | 2818 |
| Post-DP HPWL | 29000 microns |
| # IOs | 112 |
| PwrDens | 45.1 mW/mm^2 |
| All-Layer GR Usage | 0.350 |
| DR WL/cell | 23.0 microns |
| Congestion Overflow GR | 0 |
| Total chip power | 0.762 mW |
| Final setup vio count | 0 |
| Die width | 178 microns |
| Worst path required time | 10.40 ns |
| Post-Route WL | 53800 microns |
| Floorplan Utilization | 0.507 |
| Post-route clock period utilization | 0.707 |
| CP Data Arrival Time | 6.59 ns |
| Post_cts resized | 0 |
| Actual slew at the worst max-slew pin | 0.857 ns |
| Via/cell ratio | 6.14 |
| Setup_tns | 0 ns |
| Final Slew Violations | 0 |
| Routed Antenna Nets | 0 |
| Busiest grt layer | met2 |
| Syn Inst Count | just under 2000 |
| Combinational Power Share | 0.688 |
| Count of tool warnings | 39 |
| Fmax | ~110 MHz |
| Main flop type | dlxtn_1 |
| Pre-antenna DRT Iters | 5 |
| Core area | 0.0305 sq mm |
| Slew headroom | 0.427 |
| IO Port Bufs | 109 |
| Max Cap Violations | 0 |
| Min-delay worst type | in -> out |
| Worst setup SP type | input pin |
| Clock share of power | 0 |
| Psw | ~0.34 mW |
| Vias in the first global route | around 13000 |
| Layout cells sized above 1 | 0.0341 |
| FFs w/ async S/R, synth | 0 |
| Commonest cells post-synth | inv_1, dlxtn_1, mux2i_1, o22ai_1, clkbuf_1 |
| LEAKAGE | 10.7 nW |
| Ys cells | ~1900 |
| Fin. Hold Viols | 0 |
| Global-route wire length before repair | 80000 microns |
| Peak supply drop | 0.0000214 V |
| Count of cell types in the netlist | 27 |
| Yosys top cell by area | dlxtn_1 |
| DR DRC count | 0 |
| Die H | approximately 180 microns |
| RSZ-0062 raised after global routing | no |
| Pin count of the biggest net entering global routing | 49 |
| Sw frac | 0.449 |
| Critical Path Fanout Max | 33 |
| Slack of the critical path | 3.81 ns |
| P_int | 0.420 mW |
| Met1 GRT Util | 0.507 |
| Met2 usage | 0.535 |
| Gpl congestion | 0.894 |
| Syn avg cell area | approximately 8 sq um |
| Flops after synth | roughly 380 |
| Register pins left without a clock | between 300 and 400 |
| Rows | 64 |
| Initial antenna violation count | 0 |
| Max-area cell share | 0.373 |
| Hold Path Origin | data_in[16] |
| Area of the mapped netlist | between 0.015 and 0.02 sq mm |
| Warning count from the yosys run | a little under 400 |
| CP endpoint kind | output pin |
| Max FFs per register | 384 |
| Hold-fix buffers at CTS | 0 |
| Die Size | 0.0316 sq mm |
| Place WS | slightly below 4 ns |
| WHS Endpoint | out1[16] |
| WS Path Type | in -> out |
| Endpoints left unconstrained | 384 |
==> layer usage <==
metal / share of wire / wire [microns] / up-vias
li1: - / - / 6713
met1: 0.42 / 22500 / 6618
met2: 0.43 / 23300 / 843
met3: 0.11 / 6020 / 166
met4: 0.036 / 1950 / 0
met5: 0 / 0 / -
==> how the worst max path moves through the flow <==
| stage | startpoint | slack [ns] | endpoint |
|---|---|---|---|
| finish | data_adr[0] | 3.81 | out1[11] |
| global route | data_adr[0] | 3.70 | out1[11] |
| CTS | data_adr[0] | 3.83 | out1[11] |
==> layout by cell type (no fill, tap or decap), types with 6 or more instances in the layout <==
cell type | synthesis | routed
nor4_1 | 60 | 60
o21ai_0 | 64 | 64
o22ai_1 | 320 | 320
ha_1 | 6 | 6
a22oi_1 | 60 | 60
nand2_1 | 25 | 17
buf_4 | 0 | 41
nor2_1 | 63 | 63
mux2i_1 | 382 | 382
nand2_4 | 0 | 8
clkdlybuf4s50_1 | 0 | 109
nand3_2 | 0 | 6
dlxtn_1 | 384 | 384
inv_1 | 388 | 388
nor2b_1 | 6 | 6
==> power by group through the flow <==
stage	logic, mW	clock network [mW]	registers, mW
after CTS	0.517	0	0.238
after global routing	0.578	0	0.253
final	0.525	0	0.237
==> critical path, stage by stage <==
cell,delay (ns)
clkdlybuf4s50_1,0.68
nor2b_1,0.55
nor3b_2,0.28
buf_4,0.62
mux2i_1,0.39
o22ai_1,0.13
or4_1,0.50
o32a_1,0.40
clkdlybuf4s50_1,0.42
==> cell families after synthesis <==
group,Yosys count,share of synthesized area
AOI/OAI and AO/OA,452,0.184
buffers and inverters,538,0.133
adders and majority gates,6,0.00486
muxes,384,0.249
latches,384,0.373
and+or+nand+nor,174,0.0568
==> area by class of cell <==
cell class / count / area [sq um] / area share
repair buffers: 150 / 1400 / 0.0828
well taps: 396 / 495 / 0.0293
flip-flops and latches: 384 / 5770 / 0.341
multi-input cells: 1016 / 7790 / 0.461
inverters: 388 / 1460 / 0.0862
==> per-stage QoR <==
stage,utilization,hold slack (ns),cells,instance area [sq um]
after floorplan,-,5.51,1938,15500
after global placement,0.554,6.64,2334,16900
after detailed placement,0.554,6.63,2334,16900
after CTS,0.554,6.63,2334,16900
after global routing,0.554,6.74,2334,16900
final,0.554,6.61,2334,16900
Power figures rest on the tool's default switching activity, not on a simulated workload.
