==> /design/flow/design.v <==
module data_memory(
    input mem_write,
    input [31:0] adr,
    input [31:0] write_data,
    output [31:0] read_data
    );
    reg [31:0] dm[0:31];
    integer i;
    initial 
    begin
    for(i=0;i<32;i=i+1)
    dm[i]=i;
    end
    always@*
    begin
    if(mem_write)
    dm[adr]=write_data;
    end
    assign read_data=dm[adr];
endmodule
==> /design/flow/run.sh <==
#!/bin/bash
# OpenROAD 26Q1-2900-gdf79404cd8, Yosys 0.63+post, stock flow scripts
make -C /OpenROAD-flow-scripts/flow DESIGN_CONFIG=/design/flow/config.mk WORK_HOME=/design/flow/orfs finish
==> /design/flow/config.mk <==
export PLATFORM = sky130hd
export DESIGN_NAME = data_memory
export DESIGN_NICKNAME = data_memory
export VERILOG_FILES = /design/flow/design.v
export SDC_FILE = /design/flow/constraint.sdc
export NUM_CORES = 4
export LEC_CHECK = 1
export CORE_UTILIZATION = 30
==> /design/flow/constraint.sdc <==
current_design data_memory

set clk_period 8.6
set clk_io_pct 0.2

create_clock -name clk0 -period $clk_period

set non_clock_inputs [all_inputs -no_clocks]
set_input_delay [expr $clk_period * $clk_io_pct] -clock clk0 $non_clock_inputs
set_output_delay [expr $clk_period * $clk_io_pct] -clock clk0 [all_outputs]
==> qor.yml <==
status: "completed"
path_class: "in2out"
io_buffers: 70
cts_resized: 0
timing.setup.tns_ps: 0
crit_path_start: "adr[3]"
timing.critical_path.buf_inv: 3
first_global_vias: 16727
cp.arrival_ps: 5710
avgRoutedWirePerCell_um: 26.48
number_of_enable_type_register_cells_in_the_synthesized_netlist: 0
max_reg_flops: 1024
synth_area_per_cell_um2: 10.80
mux_share: 0.01786
path_cells: "clkdlybuf4s50_1 -> nand2_1 -> nor2_2 -> buf_4 -> a221oi_1 -> and3_1 -> a31oi_1 -> clkdlybuf4s50_1"
synth_cells: 2069
rows: 99
timing.final.max_slew_violations: 0
synth_flop_count: 1024
layout.cells.most_common_list: "sky130_fd_sc_hd__dlxtn_1, sky130_fd_sc_hd__a22oi_1, sky130_fd_sc_hd__buf_4"
grt_setup_unrepaired: "false"
timing.critical_path.depth: 8
startpoint_type: "primary input"
p_sw_mw: 0.3311
cellLeakagePower_nw: 11.02
finalClockPeriodUsage: 0.8640
power.density_nw_per_um2: 33.68
finalSetupViolations: 0
ir_drop_v: 0.00001745
synth.comb.largest_family: "AND-OR/OR-AND gates"
drive_gt1_frac: 0.07725
synth-async-reset-ratio: 0
core_area_um2: 73330
post_synth_num_cell_types: 57
routed_wirelength_um: 82000
via_count: 17353
critical-path-top-delay-family: "buffers and inverters"
ys_cells: 2069
crit_path_frequent_cell: "sky130_fd_sc_hd__clkdlybuf4s50_1"
final_number_of_hold_violating_endpoints: 0
worstSetupEndpointType: "primary output"
maxCapViolations: 0
hold_path_class: "in2out"
synthXorXnorAreaFrac: 0
gpl.final_weighted_congestion: 0.9588
initCoreUtil: 0.3048
slew_headroom: 0.2034
synth-warning-count: 2
place_hpwl_um: 53220
worst_hold_path.num_cells: 5
grt_overflow_total: 0
swShare: 0.3989
worst_path_largest_cell_delay_ps: 850
count_of_unclocked_register_or_latch_pins: 1024
viasPerCell: 5.603
yosys.stat.chipArea_um2: 22350
dp_cells: 3095
untimed_endpoints: 1024
achievable-frequency_mhz: 134.6
ys_sh_adder: 0
final_common_cell: "sky130_fd_sc_hd__dlxtn_1"
gr-usage-all-layers: 0.2234
fp.dieArea_um2: 75590
warning_count: 59
power_report.internal_total_mw: 0.4989
grt_antenna_before_repair: 1
worst_pin_slew_ps: 1194
drt_drc_violations_left: 0
initial_drc_count: 1609
hold_buffers: 0
cp_data_required_time_ps: 6880
finish.cell_count_without_fillers: 3097
ant_nets: 0
syn-cell-area_um2: 22350
signed_area_change_from_the_synthesized_netlist_to_the_final_layout_pct: 10.29
die_w_um: 274.9
fin_hold_ws_ps: 4635
cts_setup_buffers: 0
ys_sh_simple: 0.06920
worst_setup_path_endpoint: "read_data[26]"
yosys.area_share.aoi: 0.1984
flop_cell: "sky130_fd_sc_hd__dlxtn_1"
path_max_fanout: 14
grt_pass1_wl_um: 118100
top_level_ports: 97
grt_max_degree: 39
timing.critical_path.slowest_stage_cell: "sky130_fd_sc_hd__clkdlybuf4s50_1"
final.min_clock_period_ps: 7431
floorplan.die.height_um: 274.9
drtPass1Iterations: 16
-- cell families (layout without fill, tap and decap cells) --
group | after synthesis | count (layout)
latches | 1024 | 1024
AOI/OAI and AO/OA | 576 | 576
buffers and inverters | 125 | 192
muxes | 39 | 39
and+or+nand+nor | 305 | 305
other | 0 | 2
-- area by class of cell --
| class | instances | area, um^2 |
|---|---|---|
| diodes | 2 | 5.005 |
| fillers | 7195 | 48680 |
| multi-input cells | 920 | 6469 |
| flip-flops and latches | 1024 | 15370 |
| well taps | 959 | 1200 |
| repair buffers | 192 | 1599 |
-- cells in the mapped netlist, drive strengths merged (2+ instances only) --
library cell	instances	area share
a2111oi	4	0.0016
a32o	2	0.00090
a221oi	69	0.027
and3	13	0.0039
nor4	3	0.00084
or3	8	0.0022
a21oi	45	0.010
nor2b	9	0.0025
nand4	49	0.014
buf	76	0.018
nand3	23	0.0052
nand2b	7	0.0020
a22oi	258	0.087
o211ai	5	0.0017
mux2i	32	0.014
o22ai	20	0.0056
dlxtn	1024	0.69
or4	2	0.00067
nor2	75	0.014
or2	2	0.00056
o221ai	3	0.0012
o2111ai	6	0.0024
nand3b	3	0.0010
a32oi	18	0.0071
a222oi	3	0.0013
o2bb2ai	10	0.0039
a31oi	9	0.0025
o32a	16	0.0072
a22o	72	0.028
mux2	7	0.0035
and2	8	0.0024
or3b	2	0.00078
nand2	75	0.013
a211oi	10	0.0034
o22a	7	0.0027
nor3	21	0.0054
clkbuf	49	0.0082
nand4b	3	0.0012
o21ai	15	0.0034
-- stage by stage --
step | util | instance area, um^2 | power [mW] | worst slack (ps)
final | 0.3361 | 24650 | 0.8300 | 1169
after global routing | 0.3361 | 24640 | 0.8850 | 1127
after CTS | 0.3360 | 24640 | 0.8293 | 1234
after detailed placement | 0.3360 | 24640 | 0.8272 | 1241
after global placement | 0.3360 | 24640 | 0.8129 | 1229
after floorplan | - | 22350 | 0.5590 | 3657
-- how the worst min path moves through the flow --
stage / from / end / slack, ps
6_report: adr[4] / read_data[15] / 4630
5_1_grt: adr[4] / read_data[16] / 4720
4_1_cts: adr[4] / read_data[15] / 4650
-- routing by layer --
metal  up-vias  share of wire  GRT usage
met2      1015           0.45     0.3439
met4         0          0.046    0.07473
met1      8440           0.39     0.2980
li1       7683              -          -
met5         -              0          0
met3       215           0.12    0.07899
-- worst min-delay path: stages --
cell and delay (ps):
sky130_fd_sc_hd__buf_4 230, sky130_fd_sc_hd__o22ai_1 190, sky130_fd_sc_hd__or3_1 140, sky130_fd_sc_hd__o22a_1 150
sky130_fd_sc_hd__clkdlybuf4s50_1 480
Power figures rest on the tool's default switching activity, not on a simulated workload.
