`./design.v`:
```
module instruction_mem
 ( input [31:0] adr,
   output [31:0] ins
   );
   reg [31:0] rom[31:0];
   initial begin
   rom[0]<=32'h00110202;   
   rom[1]<=32'h00110203;   
   rom[2]<=32'h00110201;   
   rom[3]<=32'h00110200;   
   rom[4]<=32'h00618230;   
   rom[5]<=32'h06930220;   
   rom[6]<=32'h06a58041;   
   rom[7]<=32'h00110202;  
   rom[8]<=32'h00110203;
   rom[9]<=32'h00110201;
   rom[10]<=32'h00110200;
   rom[11]<=32'h00618230;
   rom[12]<=32'h06930220;
   rom[13]<=32'h06a58041;
   rom[14]<=32'h00110202;  
   rom[15]<=32'h00110203;
   rom[16]<=32'h00110201;
   rom[17]<=32'h00110200;
   rom[18]<=32'h00618230;
   rom[19]<=32'h06930220;
   rom[20]<=32'h06a58041;
   rom[21]<=32'h00110202;  
   rom[22]<=32'h00110203;
   rom[23]<=32'h00110201;
   rom[24]<=32'h00110200;
   rom[25]<=32'h00618230;
   rom[26]<=32'h06930220;
   rom[27]<=32'h06a58041;  
   end
   assign ins=rom[adr];
   endmodule
```
`./run.sh`:
```
#!/bin/bash
# OpenROAD 26Q1-2900-gdf79404cd8, Yosys 0.63+post, stock flow scripts
make -C /OpenROAD-flow-scripts/flow DESIGN_CONFIG=/design/flow/config.mk WORK_HOME=/design/flow/orfs finish
```
`./config.mk`:
```
export PLATFORM = sky130hd
export DESIGN_NAME = instruction_mem
export DESIGN_NICKNAME = instruction_mem
export VERILOG_FILES = /design/flow/design.v
export SDC_FILE = /design/flow/constraint.sdc
export NUM_CORES = 4
export LEC_CHECK = 1
export CORE_AREA = 10 10 70 70
export DIE_AREA = 0 0 80 80
```
`./constraint.sdc`:
```
current_design instruction_mem

set clk_period 1.5
set clk_io_pct 0.2

create_clock -name clk0 -period $clk_period

set non_clock_inputs [all_inputs -no_clocks]
set_input_delay [expr $clk_period * $clk_io_pct] -clock clk0 $non_clock_inputs
set_output_delay [expr $clk_period * $clk_io_pct] -clock clk0 [all_outputs]
```
==> metrics.cfg <==
[outcome]
status=complete, but fails checks
violations=setup timing

[global_routing]
antenna_violations_before_repair=0
grt_first_pass_wirelength_mm=4.09
maximum_number_of_pins_on_one_net_before_global_route_repair=17
globalRouteTotalUtil_pct=7.46
globalRoute.totalOverflow=0
first_global_vias=870

[synth]
synthesis.area_per_instance_um2=6.93
synth.yosys.chip_area_um2=742
synth_area_um2=742
yosys.cell_types.count=37
synth-seq-area-share_pct=0
number_of_instances_in_the_synthesized_netlist=107
yosys-stat-cells=107
yosys_warnings=1

[power_and_ir_drop]
p_seq_share_pct=0
vdd_drop_max_v=0.0000646
switching_power_uw=154
clockPowerShare_pct=0
total_power_density_per_cell_area_nw_per_um2=268
p_leak_uw=0.000627
power_switching_share_pct=43.4
total_power_uw=355
power.internal_uw=201
power.combinational.fraction_pct=100.0

[final_layout]
finalCoreUtilization_pct=38.8
mostFrequentLayoutCell=buf_4
stdcell_count=198
layout.cell_area.non_filler_um2=1320
clock_buffer_count=0
nFlopsAndLatches=0
mostFrequentLayoutCells=buf_4 (23), conb_1 (17), buf_2 (15)
register_area_um2=0
drive_gt1_share_pct=56.6
area_growth_syn_to_layout_pct=78.4

[final_timing]
rsz0062_at_grt=true
fin_setup_tns_ns=-2.37
final_min_period_over_clock_period_pct=116
final_period_minus_worst_setup_slack_ns=1.74
achievable-frequency_ghz=0.576
final.setup.worst_slack_ns=-0.237
setup_viol=15
hold_violations=0
max_slew_violation_count=0

[critical_path]
timing_worst_setup_path_type=primary input to output pin
cpMaxStageDelayCell=dlygate4sd2_1
crit_chain=buf_8 > inv_2 > buf_6 > buf_4 > ha_4 > nand2_1 > o21ai_1 > nand2_1 > o21ai_2 > dlygate4sd2_1
critical_path.most_common_cell=nand2_1
crit_path_max_incr_delay_ns=0.23
timing.critical_path.required_ns=1.20
crit_path_max_fanout=4
worst_ep_arrival_time_ns=1.44
timing.critical_path.from_type=primary input
endpoint_kind=output pin

[routing]
drt_iter0_drc=56
drc=0
first_pass_iters=4
postRouteAntennaNets=0
detail_route.antenna_diodes=0
vias_per_cell=4.32
routed_len_inst_um=13.3
route.final.wire_length_mm=2.64
via_count=856

[placement]
dp.cells=184
number_of_port_buffers=20
place.gp.congestion=0.852
detailed_place_hpwl_mm=1.74
placedInstanceArea_um2=1050

[floorplan]
floorplan.die.height_um=80
chip_area_um2=6400
floorplan.initialDensity_pct=21.7
number_of_core_rows=21
dieWidth_um=80
ioPinCount=64
core_area_um2=3420

[min_path]
worstHoldStart=adr[3]
type_of_the_tightest_min_delay_check=primary input to output pin
worst_hold_path.num_cells=3
min_delay_worst_endpoint=ins[9]

[run]
max_cap_viol_count=0
stage_log_warnings=68

[logic make-up (layout without fill, tap and decap cells)]
| kind of cell | count (synthesis) | count (layout) | share of synthesized area (%) |
|---|---|---|---|
| AOI/OAI and AO/OA | 31 | 31 | 28.3 |
| other | 2 | 17 | 1.01 |
| buffers and inverters | 33 | 63 | 30.2 |
| adders and majority gates | 8 | 8 | 13.5 |
| and+or+nand+nor | 28 | 28 | 19.4 |
| muxes | 5 | 5 | 7.59 |
[worst max-delay path: cells and delay by family]
kind	cells	cell delay (ns)
buffers and inverters	5	0.62
and+or+nand+nor	2	0.19
adders and majority gates	1	0.16
AOI/OAI and AO/OA	2	0.16
[worst max path at each step]
stage	start	to	slack, ns	cells after the start
global route	adr[1]	ins[4]	-0.32	10
CTS	adr[1]	ins[0]	-0.25	9
finish	adr[1]	ins[4]	-0.24	10
[routing by layer]
| metal | vias to the layer above | GRT usage [%] | wire length (um) |
|---|---|---|---|
| met4 | 0 | 1.06 | 14 |
| met5 | - | 0 | 0 |
| li1 | 428 | - | - |
| met3 | 2 | 0.682 | 104 |
| met1 | 407 | 9.71 | 1190 |
| met2 | 19 | 13.2 | 1330 |
[metrics by stage]
step	hold slack (ns)	worst slack [ns]
floorplan	0.676	0.0174
global route	1.06	-0.319
CTS	1.01	-0.253
detailed placement	1.74	-1.11
finish	1.03	-0.237
global placement	1.73	-1.09
[area by class of cell]
class	instances	area (um2)
Fill cell	323	2090
Inverter	4	20.0
Multi-Input combinational cell	89	733
Tap cell	46	57.6
Timing Repair Buffer	59	513
[synth_stat cells, drive strengths merged (2+ instances only)]
| cell | instances | area (um2) |
|---|---|---|
| o21ai | 8 | 40.0 |
| a21oi | 5 | 25.0 |
| a221oi | 2 | 23.8 |
| a31oi | 2 | 12.5 |
| nand2 | 13 | 48.8 |
| buf | 27 | 201 |
| o211ai | 2 | 15.0 |
| mux2 | 2 | 26.3 |
| nand2b | 4 | 32.5 |
| o21a | 2 | 15.0 |
| ha | 8 | 100 |
| clkbuf | 2 | 7.51 |
| mux2i | 3 | 30.0 |
| nor2b | 2 | 12.5 |
| inv | 4 | 15.0 |
| nor2 | 4 | 15.0 |
| o31ai | 2 | 15.0 |
| conb | 2 | 7.51 |
[repair_timing]
item,in CTS,in global routing
pin swaps,17,11
hold buffers,0,0
endpoints found under the setup margin,15,15
resized,121,6
buffers inserted,12,2
[power groups by stage]
| stage | registers, uW | clock network [uW] | logic (uW) |
|---|---|---|---|
| global route | 0 | 0 | 386 |
| CTS | 0 | 0 | 339 |
| finish | 0 | 0 | 355 |
